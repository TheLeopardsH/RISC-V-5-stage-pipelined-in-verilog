$ cat flow/run.sh
#!/bin/bash
# OpenROAD 26Q1-2900-gdf79404cd8, Yosys 0.63+post, stock flow scripts
make -C /OpenROAD-flow-scripts/flow DESIGN_CONFIG=/design/flow/config.mk WORK_HOME=/design/flow/orfs finish
$ cat flow/config.mk
export PLATFORM = sky130hd
export DESIGN_NAME = regfile
export DESIGN_NICKNAME = regfile
export VERILOG_FILES = /design/flow/design.v
export SDC_FILE = /design/flow/constraint.sdc
export NUM_CORES = 4
export LEC_CHECK = 1
export CORE_UTILIZATION = 40
$ cat flow/constraint.sdc
current_design regfile

set clk_period 10.8
set clk_io_pct 0.2

create_clock -name clk0 -period $clk_period [get_ports {clk}]

set non_clock_inputs [all_inputs -no_clocks]
set_input_delay [expr $clk_period * $clk_io_pct] -clock clk0 $non_clock_inputs
set_output_delay [expr $clk_period * $clk_io_pct] -clock clk0 [all_outputs]
$ cat flow/design.v
module regfile (rna,rnb,d,wn,we,clk,clrn,qa,qb);  
input [31:0] d;  
input [4:0] rna;  
input [4:0] rnb;  
input [4:0] wn;  
input we;  
input clk, clrn;  
output [31:0] qa, qb;  
 reg [31:0] register [1:31];  
 assign qa = (rna == 0)? 0 : register[rna];  
 assign qb = (rnb == 0)? 0 : register[rnb];  
 integer i; 
 always @(posedge clk or negedge clrn)  
 if (clrn==1'b0) 
     for (i = 1; i < 32; i = i + 1)
	   register[i] <= 0;  
 else 
if ((wn != 0) && we)  
	 register[wn] <= d;  
		  endmodule
==> reports/qor.yml <==
route:
  vias: 49160
  drtPass1Iterations: 13
  drt_iter0_drc: 6735
  wirelength_mm: 262
  postRouteAntennaNets: 0
  drcViolationCount: 0
  vias_per_cell: 7.29
  wl_per_cell_um: 38.8
synthesis:
  ys_seq_elements: 992
  synth-main-ff-cell: "dfrtp_1"
  yosys.area.top_type_share_pct: 46.8
  yosysUniqueCellTypes: 75
  ys_cells: 4998
  top_area_cell: "dfrtp_1"
  yosys_area_um2: 53100
  syn-instance-count: 4998
  ys_async_sr_fraction_pct: 100
  top_cells_by_count: "1135 x nand3_1, 996 x mux2_2, 992 x dfrtp_1"
  yosysWarnings: 2
  syn_area_um2: 53100
  ys_seq_share_pct: 46.8
  synth_area_per_cell_um2: 10.6
  post-synth-top-count-cell: "nand3_1"
  synth-edff-count: 0
  top_cells_by_area: "dfrtp_1 47%, mux2_2 21%, nand3_1 11%"
worst_setup_path:
  reg2reg_from: "register[6][9]"
  startpoint_type: "primary input"
  cp.required_ns: 8.64
  cp.arrival_ns: 6.49
  path_common_cell: "buf_4"
  crit_path_max_incr_delay_ns: 0.94
  worst-path-buf-inv: 5
  critPathKind: "primary input to primary output"
  cp-startpoint: "rna[3]"
  worstPathMaxFanout: 33
  r2r_slack_ns: 9.92
  crit_family: "buffers and inverters"
  cp-end-kind: "primary output"
  critPathSlowestCell: "nor3b_4"
  crit_chain: "buf_2 -> buf_4 -> nor3b_4 -> buf_4 -> buf_4 -> nand3_1 -> nand4_1 -> nor4_1 -> a21oi_1 -> clkdlybuf4s50_1"
layout:
  fill_cells: 12005
  post_route_cells_drive_above_1_share_pct: 30.2
  largest_reg_flops: 992
  final_cells: 6741
  synthToLayoutAreaGrowth_pct: 12.6
  top_regs: "register (992)"
  top_register: "register"
clocking:
  cts_made_buffers: 110
  cts_setup_buffers: 0
  cts_max_level: 3
  clk_pin_slew_ns: 0.06
  post_cts_resized: 0
  cts_sinks: 992
  cts_root_buffer: "clkbuf_16"
  holdBufCountCts: 0
  clock_latency_ns: 0.74
  clock_path_buffers: 3
  cts_tree: "yes"
hold_path:
  hold_start: "register[23][2]"
  hold_class: "register to register"
sta:
  tightest_slew_ns: 1.13
  finalMaxSlewViolations: 0
  tns_ns: 0
  finClkSkew_ns: 0
  relSlewSlack_pct: 24.4
  period_used_pct: 80.1
  rsz0062_at_grt: "false"
  holdWs_ns: 0.523
  finalSetupViolations: 0
  fin_crit_ns: 8.65
  hold_viol_final: 0
  clock.fmax_mhz: 116
die:
  design.portCount: 114
  die_y_um: 366
  core_area_um2: 132000
  chipArea_um2: 134000
  row_count: 133
  die_w_um: 366
  fp_util_pct: 40.3
grt:
  grt_use_total_pct: 39.9
  grt_pass1_wl_mm: 365
  grt_pass1_vias: 47338
  gr-total-overflow: 0
  grt_max_degree: 122
  antenna_found_initial: 26
job:
  maxCapViolations: 0
  tool_warnings: 45
place:
  dp_cells: 6519
  gp_congestion: 1.06
  port_buffers: 113
  hpwlAfterDp_mm: 150
power:
  p_leak_nw: 25.4
  p_per_area_nw_per_um2: 178
  total_power_mw: 10.6
  ir_worst_vdd_v: 0.000126
status:
  status: "completed"
## layout by cell type, fill, tap and decap left out, drive strengths merged, types with 20 or more instances in the layout
master	netlist	final
clkinv	0	20
nor2	44	44
a21oi	107	107
diode	0	27
nand3	1135	1135
a2111oi	35	35
nor3	28	28
clkdlybuf4s50	0	105
a22oi	156	156
nand2	57	57
a221o	29	29
nand4	290	290
a22o	39	39
and2	29	29
and4	27	27
mux2	999	999
dfrtp	992	992
a222oi	20	20
and3	132	132
clkbuf	268	158
buf	307	236
a31oi	53	53
nor4	76	76
## cell families after synthesis
logic type	synth area share, %
compound gates	7.14
flops	46.8
mux	21.5
buf+inv	4.79
simple gates	19.8
## final timing paths
| path | end | depth (start not counted) |
|---|---|---|
| min in group asynchronous | register[3][24] | 1 |
| hold reg to reg | register[23][2] | 1 |
| max in group asynchronous | register[6][11] | 4 |
| setup / recovery | qa[0] | 10 |
| setup reg to reg | register[6][9] | 1 |
| hold / removal | register[23][2] | 1 |
## where the power goes
group	total, mW	internal, mW	switching, mW
registers	5.10	4.44	0.662
clock network	3.88	2.25	1.63
logic	1.66	0.805	0.851
## metal layers
layer,up-vias,part of all wire (%),track usage [%]
met5,-,0.11,0
met4,28,9.3,27.4
met3,1532,17,25.0
met2,4507,39,51.7
met1,24314,34,48.8
li1,18779,-,-
## final cells by class
type / count / area, µm² / share of cell area (%)
diodes: 27 / 67.6 / 0.113
clock buffers: 158 / 3260 / 5.45
clock inverters: 37 / 398 / 0.666
inverters: 2 / 7.51 / 0.0126
multi-input cells: 3429 / 26100 / 43.6
flip-flops and latches: 992 / 24800 / 41.5
well taps: 1755 / 2200 / 3.68
repair buffers: 341 / 2930 / 4.90
## metrics by stage
stage | instance area [µm²] | setup WS, ns | utilization (%)
floorplan | 53100 | 5.08 | -
global placement | 56000 | 2.47 | 42.6
detailed placement | 56000 | 2.45 | 42.6
CTS | 59700 | 2.41 | 45.3
global route | 59700 | 2.28 | 45.3
finish | 59700 | 2.15 | 45.4
No activity file was given, so power comes from the tool's default toggle rates.
